[/design/flow/config.mk]
export PLATFORM = sky130hd
export DESIGN_NAME = booth
export DESIGN_NICKNAME = booth
export VERILOG_FILES = /design/flow/design.v
export SDC_FILE = /design/flow/constraint.sdc
export NUM_CORES = 4
export LEC_CHECK = 1
export CORE_AREA = 10 10 79 79
export DIE_AREA = 0 0 89 89
[/design/flow/constraint.sdc]
current_design booth

set clk_period 11.3
set clk_io_pct 0.2

create_clock -name clk0 -period $clk_period

set non_clock_inputs [all_inputs -no_clocks]
set_input_delay [expr $clk_period * $clk_io_pct] -clock clk0 $non_clock_inputs
set_output_delay [expr $clk_period * $clk_io_pct] -clock clk0 [all_outputs]
[/design/flow/design.v]
`timescale 1ns / 1ps
module booth (X, Y, Z);
input signed [3:0] X, Y;
output signed [7:0] Z;
reg signed [7:0] Z;
reg [1:0] temp;
integer i;
reg E1;
reg [3:0] Y1;
always @ (X, Y)	begin
	Z = 8'd0;
	E1 = 1'd0;
	for (i = 0; i < 4; i = i + 1)	begin
		temp = {X[i], E1};
		Y1 = - Y;
		case (temp)
			2'd2 : Z [7 : 4] = Z [7 : 4] + Y1;
			2'd1 : Z [7 : 4] = Z [7 : 4] + Y;
			default : begin end
		endcase
		Z = Z >>> 1;
		E1 = X[i];
		 end
		if (Y == 4'd8) 
		 begin
		 Z = - Z;
	 end
 end
endmodule
[/design/flow/run.sh]
#!/bin/bash
# OpenROAD 26Q1-2900-gdf79404cd8, Yosys 0.63+post, stock flow scripts
make -C /OpenROAD-flow-scripts/flow DESIGN_CONFIG=/design/flow/config.mk WORK_HOME=/design/flow/orfs finish
==> reports/highlights.md <==
• **fraction of layout instances using a drive strength above 1** 8.696%
• **Top cell area share** 16.33%
• **Synth Instances** 126
• **final routed wirelength across all metal layers** 2274 µm
• **DIE HEIGHT** 89 µm
• **mean area per synthesized cell** 7.904 µm²
• **pins over their slew limit** 0
• **detailed-route wire length per cell** 11.84 µm
• **slew of the pin with the lowest slew margin** 457.5 ps
• **number of antenna violations at the first check in global routing** 0
• **fraction of the mapped netlist area in adder cells** 22.36%
• **Die Area** 7921 µm²
• **Final Util** 25.75%
• **power per cell area** 109.1 nW/µm²
• **number of gates resized after CTS** 0
• **combinational cell fraction of total power** 100.0%
• **I/O pin total** 16
• **met3 demand-to-capacity share in global routing** 0.5510%
• **unrepaired setup endpoints after global routing** no
• **biggest cell delay along the critical path** 590 ps
• **met2 track demand over resource** 10.64%
• **Setup Fix Bufs, Post-CTS** 0
• **most common library cells after synthesis** sky130_fd_sc_hd__nor2_1 (15), sky130_fd_sc_hd__inv_1 (14), sky130_fd_sc_hd__ha_1 (13)
• **Slew headroom** 69.18%
• **combined global-route utilization of all metal layers** 6.072%
• **vias per inst** 4.526
• **Synth area leaders** sky130_fd_sc_hd__ha_1 (16%), sky130_fd_sc_hd__xnor2_1 (6.2%), sky130_fd_sc_hd__fa_1 (6.0%)
• **cells traversed along the worst timing path** clkdlybuf4s50_1, or4_1, nand3_1, inv_1, ha_1, a21oi_1, or4b_4, a32oi_4, inv_1, ha_1, a21oi_1, xnor3_1, nor2b_1, xnor2_2, ha_1, a21oi_1, xnor3_1, nand2_1, xor3_2, or2_2, o21ai_1, clkdlybuf4s50_1
• **net switching power of the design** 0.05805 mW
• **number of setup violations in the final report** 0
• **setup TNS after final layout** 0 ps
• **CTS Hold Bufs** 0
• **total congestion overflow** 0
• **remaining number of nets flagged by the antenna check after routing** 0
• **effective utilization at floorplan** 21.37%
• **Worst EP arrival** 8200 ps
• **instance count along the most critical hold path** 4
• **via count of the first global-routing pass** 860
• **Worst Hold Path EP** Z[0]
• **and+or+nand+nor area frac** 22.11%
• **critical path required time** 9040 ps
• **sequential cells** 0
• **area reported by Yosys stat** 996.0 µm²
• **count of synthesis-stage warnings from yosys** 1
• **cell area after synthesis** 996.0 µm²
• **switching part of the total power** 44.34%
• **met1 track demand over resource in global routing** 8.407%
• **via total after detailed routing** 869
• **pin count of the biggest net entering global routing** 12
• **number of warnings the tools reported** 32
• **Port-buffer cells** 16
• **cell type contributing the most total cell area after synthesis** sky130_fd_sc_hd__ha_1
• **number of library cell types mapped by synthesis** 42
• **slowest CP cell** sky130_fd_sc_hd__clkdlybuf4s50_1
• **time the worst path needs with I/O delays and setup** 10460 ps
• **yosys xor share** 20.10%
• **biggest combinational cell group after synthesis** adder cells
• **die boundary width** 89 µm
• **most common cell in the netlist** sky130_fd_sc_hd__nor2_1
• **largest fanout of any net on the critical path** 9
• **footprint of the flip-flops and latches** 0 µm²
• **detailed-placement wirelength estimate** 1960 µm
• **proportion of synthesized area in mux cells** 5.653%
• **first-pass GRT wire length** 4029 µm
• **final tally of hold violations** 0
• **RD Place Congestion** 0.8282
• **register share of total power** 0%
• **sequential area share after synthesis** 0%
• **final routed DRC violation total** 0
• **# Cells Yosys** 126
• **compound-gate portion of the synthesized area** 22.11%
• **peak-usage layer in the global routing report** met2
• **outcome** completed
• **fmax** 95.62 MHz
• **worst ir drop on vdd** 0.08296 mV
• **kind of critical path** input port to output pin
• **startpoint of the lowest-slack hold path** X[0]
• **type of destination of the critical path** output pin
• **HP Class** input port to output pin
• **final critical-path share of the clock period** 92.55%
• **Layout clock buffers** 0
• **max-capacitance violation count** 0
• **P&R area growth vs syn** 20.48%
• **area of the core** 4661 µm²
• **cell internal power dissipation** 0.07288 mW
• **Critical Path Source Type** input port
• **First-pass DRT Iterations** 4
• **number of antenna diodes** 0
• **count of standard-cell rows** 25
• **leakage power** 0.5578 nW
• **fraction of power consumed by the clock network** 0%
• **initial DRC count** 60
## layout make-up
cell class         count  area (µm²)
multi-input cells    108       919.6
well taps             54       67.56
inverters             14       52.55
fillers              492        3461
repair buffers        16       160.2
## metal layers
layer	wire length [µm]	vias up
met5	0	-
met4	0	0
met3	66	0
met2	1104	9
met1	1104	387
li1	-	473
## placed cells by master, fill, tap and decap left out, types with 3 or more instances in the layout
cell type,netlist,routed
sky130_fd_sc_hd__a21o_1,3,3
sky130_fd_sc_hd__a21oi_1,6,6
sky130_fd_sc_hd__nor2b_1,3,3
sky130_fd_sc_hd__nor2_1,15,15
sky130_fd_sc_hd__a31oi_1,3,3
sky130_fd_sc_hd__nand2_1,9,9
sky130_fd_sc_hd__inv_1,14,14
sky130_fd_sc_hd__clkdlybuf4s50_1,0,16
sky130_fd_sc_hd__xor2_1,6,6
sky130_fd_sc_hd__mux2_2,5,5
sky130_fd_sc_hd__xnor2_1,7,7
sky130_fd_sc_hd__fa_1,3,3
sky130_fd_sc_hd__o21ai_0,3,3
sky130_fd_sc_hd__nand3_1,3,3
sky130_fd_sc_hd__ha_1,13,13
## power by group through the flow
stage     Clock, mW  Combinational, mW  Sequential [mW]
6_report          0              0.131                0
5_1_grt           0              0.149                0
4_1_cts           0              0.134                0
## stage by stage
stage / instances / setup slack [ps] / hold WS (ps) / area, µm² / power, mW
detailed placement: 192 / 810.4 / 5765 / 1200 / 0.1328
finish: 192 / 842.3 / 5733 / 1200 / 0.1309
global placement: 192 / 834.8 / 5770 / 1200 / 0.1324
CTS: 192 / 793.5 / 5769 / 1200 / 0.1337
global route: 192 / 388.3 / 5831 / 1200 / 0.1494
floorplan: 126 / 2210 / 4618 / 996.0 / 0.08817
## worst max-delay path by stage
stage | cells past startpoint | to | from
5_1_grt | 22 | Z[7] | Y[2]
6_report | 22 | Z[7] | Y[2]
4_1_cts | 22 | Z[7] | Y[2]
## kinds of logic (layout without fill, tap and decap cells)
family          after synthesis  count (layout)
simple gates                 42              42
compound gates               28              28
buf+inv                      18              30
xor+xnor                     17              17
fa+ha+maj                    16              16
mux                           5               5
## worst max-delay path, delay by kind of cell
| family | cells | cell delay, ps |
|---|---|---|
| AOI/OAI and AO/OA | 5 | 970 |
| xor gates and xnor gates | 4 | 980 |
| adders and majority gates | 3 | 960 |
| buffers and inverters | 4 | 1230 |
| and+or+nand+nor | 6 | 1790 |
Power and IR drop assume default switching activity.
