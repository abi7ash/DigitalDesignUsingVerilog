### /design/flow/config.mk
export PLATFORM = sky130hd
export DESIGN_NAME = carry_saveadder
export DESIGN_NICKNAME = carry_saveadder
export VERILOG_FILES = /design/flow/design.v
export SDC_FILE = /design/flow/constraint.sdc
export NUM_CORES = 4
export LEC_CHECK = 1
export CORE_AREA = 10 10 70 70
export DIE_AREA = 0 0 80 80
### /design/flow/constraint.sdc
current_design carry_saveadder

set clk_period 3.3
set clk_io_pct 0.2

create_clock -name clk0 -period $clk_period

set non_clock_inputs [all_inputs -no_clocks]
set_input_delay [expr $clk_period * $clk_io_pct] -clock clk0 $non_clock_inputs
set_output_delay [expr $clk_period * $clk_io_pct] -clock clk0 [all_outputs]
### /design/flow/design.v
`timescale 1ns / 1ps
module carry_saveadder(a1,b1,c1,d1,sum_total,final_carryout);
input[2:0] a1, b1,c1,d1;
output [3:0]sum_total;
output final_carryout;
	full_adder FA1(a1[0],b1[0],c1[0], sm0,cr0);
	full_adder FA2(a1[1],b1[1],c1[1], sm1,cr1);
	full_adder FA3(a1[2],b1[2],c1[2], sm2,cr2);
	full_adder FA4(sm0,d1[0],1'b0, smm0,crr0);
	full_adder FA5(sm1,d1[1],cr0, smm1,crr1);
	full_adder FA6(sm2,d1[2],cr1, smm2,crr2);
	assign sum_total[0] =smm0;
	full_adder FA7(crr0,smm1,1'b0, sum_total[1],crrr0);
	full_adder FA8(crr1,smm2,crrr0, sum_total[2],crrr1);
	full_adder FA9(crr2,crrr1,cr2, sum_total[3],cc);
	assign final_carryout = cc;
endmodule
module full_adder (a,b,c,Sum,Carryout);
input a,b,c;
output Sum, Carryout;
	not (a_bar,a);  
	not (b_bar,b);
	not (c_bar,c);
	and a1 (s0,a_bar,b_bar, c); 
	and a2 (s1,a_bar,b, c_bar);
	and a3 (s2,a,b_bar, c_bar);
	and a4 (s3,a,b,c);
	or o1(Sum, s0,s1,s2,s3);
	and a5 ( s5,a,b);
	and a6 ( s6,a,c);
	and a7 ( s7,b,c);
	or o2( Carryout,s5,s6,s7);
endmodule
### /design/flow/run.sh
#!/bin/bash
# OpenROAD 26Q1-2900-gdf79404cd8, Yosys 0.63+post, stock flow scripts
make -C /OpenROAD-flow-scripts/flow DESIGN_CONFIG=/design/flow/config.mk WORK_HOME=/design/flow/orfs finish
==> job_summary.md <==
### Metrics collected by this job

| Metric | Value |
|---|---|
| Die Y-Extent | 80 um |
| Maximum vdd drop | 0.0000915 V |
| Crit share post-route | 1.02 |
| Area of the core | 0.00342 mm2 |
| Synthesized area per cell | 8.72 um2 |
| Post-DRT Antenna Nets | 0 |
| Critical Path Source Type | input pin |
| Critical Path RT | 2640 ps |
| Worst path top cell family by delay | adder cells |
| Syn Inst Count | 29 |
| DR WL/cell | 7.11 um |
| Initial antenna violation count | 0 |
| Port bufs | 17 |
| Most numerous logic cell after layout | inv_1 |
| Vias in the first global route | 255 |
| Fin cells | 91 |
| Dpl hpwl | 614 um |
| Pins Over Slew Limit | 0 |
| Via density | 2.42 |
| Crit path largest cell delay | 410 ps |
| Worst-Margin Slew | 143 ps |
| Critical path class | in2out |
| Netlist cell types | 9 |
| Placed Cells | 90 |
| Flop count | 0 |
| Initial DRC count | 21 |
| Crit Path Max Fanout | 2 |
| N_diodes | 0 |
| Register Area | 0 um2 |
| Violated checks | negative setup slack |
| Chip footprint | 0.00640 mm2 |
| Pin count of the biggest net entering global routing | 3 |
| First-pass GRT wire length | 1.04 mm |
| Chip width | 80 um |
| Gr ovfl total | 0 |
| Top Layout Cells | inv_1 (7), buf_2 (6), inv_2 (5), clkdlybuf4s50_1 (5), fa_1 (4) |
| I/O pin count | 17 |
| Critical Path AT | 2690 ps |
| Crit end category | output port |
| Yosys Instances | 29 |
| Yosys warning total | 25 |
| GPL Wtd Cong | 0.813 |
| Design area | 452 um2 |
| Min Tclk post-route | 3350 ps |
| Outcome | complete, but fails checks |
| RSZ-0062 raised after global routing | yes |
| Cell area after synthesis | 253 um2 |
| DP Area | 468 um2 |
| Max Freq | 0.298 GHz |
| Post-Route WL | 647 um |
| Max Cap Viol | 0 |
| Register share after synthesis | 0 |
| TritonRoute pass-1 iters | 2 |
| Vias | 220 |
| Pwr dens | 223 mW/mm2 |
| FP Rows | 21 |
| OpenROAD warnings | 34 |
| DRC viols | 0 |
| GRT Overall Usage | 0.0195 |
| Slack of the critical path | -50.6 ps |
| Clkbuf count | 0 |
| Gate Area | 193 um2 |
| Rel. slew slack | 0.904 |
| Cell Chain, Critical Path | buf_6, fa_2, xor2_2, xnor2_1, ha_2, inv_2, fa_2, inv_2, fa_1, buf_2 |
| Filler cells | 403 |
| Worst hold path type | in2out |
| Fin. Hold Viols | 0 |
| FP Util | 0.0740 |
| Lkg Pwr | 0.216 nW |
| Yosys Chip Area | 253 um2 |
| Bufs and invs on worst path | 4 |
| Layout area overhead | 78.7% |
| Critical-path top delay cell | fa_2 |
| Endpoints failing setup | 1 |
| Layout cells sized above 1 | 0.511 |
==> metal layers <==
metal | wire [um] | global-route usage | vias up
met2 | 162 | 0.0233 | 17
met3 | 106 | 0.0114 | 0
met1 | 378 | 0.0302 | 98
li1 | - | - | 105
met5 | 0 | 0 | -
met4 | 0 | 0 | 0
==> timing repair <==
action | in CTS | in global routing
gates resized | 41 | 7
endpoints found under the setup margin | 3 | 3
hold buffers | 0 | 0
buffers inserted | 1 | 0
pin swaps | 8 | 1
==> area by class of cell <==
class | instances | area share
Multi-Input combinational cell | 13 | 0.427
Timing Repair Buffer | 20 | 0.346
Tap cell | 46 | 0.127
Inverter | 12 | 0.0997
==> Yosys cell counts (all sizes together) <==
master	instances	area share
nor2	1	0.015
o21a	1	0.030
ha	2	0.099
fa	6	0.48
inv	12	0.18
xor2	1	0.035
buf	4	0.12
xnor2	1	0.035
nand2	1	0.015
==> path summary, 6_finish.rpt <==
| kind | startpoint | to | cells after the start |
|---|---|---|---|
| setup / recovery | c1[0] | sum_total[3] | 10 |
| hold / removal | a1[2] | final_carryout | 6 |
==> stage by stage <==
step / hold WS (ps) / setup TNS (ps) / total power, mW / worst slack, ps / utilization
floorplan: 1500 / 0 / 0.0626 / 19.0 / -
global placement: 2360 / -1870 / 0.112 / -782 / 0.137
detailed placement: 2360 / -1980 / 0.112 / -813 / 0.137
CTS: 2140 / -64.3 / 0.0998 / -64.3 / 0.129
global route: 2180 / -110 / 0.116 / -110 / 0.132
finish: 2120 / -50.6 / 0.101 / -50.6 / 0.132
==> kinds of logic after synthesis <==
| logic type | after synthesis | synth area share |
|---|---|---|
| buffers and inverters | 16 | 0.297 |
| AND/OR/NAND/NOR | 2 | 0.0297 |
| adder cells (fa/ha/maj) | 8 | 0.574 |
| XOR/XNOR | 2 | 0.0693 |
| AND-OR/OR-AND | 1 | 0.0297 |
==> power breakdown <==
| part | switching, mW | internal (mW) | total [mW] | leakage, nW |
|---|---|---|---|---|
| registers | 0 | 0 | 0 | 0 |
| clock network | 0 | 0 | 0 | 0 |
| logic | 0.0373 | 0.0635 | 0.101 | 0.216 |
| total | 0.0373 | 0.0635 | 0.101 | 0.216 |
Power and IR drop assume default switching activity.
