==> /design/flow/design.v <==
`timescale 1ns / 1ps
module Bld_typeCharctr(allelm, allelf, pheno);
input [8:1] allelm, allelf;
output [2*8:1] pheno;
reg [2*8:1] pheno; 
reg [2*8:1] geno;
	always @ (allelm, allelf)
	begin
		geno = {allelm , allelf}; 
		case (geno)
			"AA": pheno = "A "; 
			"AB": pheno = "AB"; 
			"AO": pheno = "A "; 
			"BB": pheno = "B "; 
			"BA": pheno = "AB"; 
			"BO": pheno = "B "; 
			"OA": pheno = "A "; 
			"OB": pheno = "B "; 
			"OO": pheno = "O "; 
			default : pheno = "??";  
		endcase
	end
endmodule
==> /design/flow/run.sh <==
#!/bin/bash
# OpenROAD 26Q1-2900-gdf79404cd8, Yosys 0.63+post, stock flow scripts
make -C /OpenROAD-flow-scripts/flow DESIGN_CONFIG=/design/flow/config.mk WORK_HOME=/design/flow/orfs finish
==> /design/flow/config.mk <==
export PLATFORM = sky130hd
export DESIGN_NAME = Bld_typeCharctr
export DESIGN_NICKNAME = Bld_typeCharctr
export VERILOG_FILES = /design/flow/design.v
export SDC_FILE = /design/flow/constraint.sdc
export NUM_CORES = 4
export LEC_CHECK = 1
export CORE_AREA = 10 10 70 70
export DIE_AREA = 0 0 80 80
==> /design/flow/constraint.sdc <==
current_design Bld_typeCharctr

set clk_period 4.4
set clk_io_pct 0.2

create_clock -name clk0 -period $clk_period

set non_clock_inputs [all_inputs -no_clocks]
set_input_delay [expr $clk_period * $clk_io_pct] -clock clk0 $non_clock_inputs
set_output_delay [expr $clk_period * $clk_io_pct] -clock clk0 [all_outputs]
==> results.toml <==
# synthesis and place-and-route metrics
[cells_and_area]
finalNonFillerCells = 109
layout-drive-gt1-share_pct = 9.52
flop_area_um2 = 0
fin_util_pct = 17.4
clock_buffers = 0
flop-count = 0
syn_to_final_growth_pct = 103

[power]
pwr-share-clk_pct = 0
switchingPower_mw = 0.00933
vdd_drop_max_v = 0.0000275
leakage_nw = 0.210
comb_power_share_pct = 100.0
p_int_mw = 0.0166
netSwitchingFraction_pct = 36.0
seq_power_share_pct = 0
cellPowerDensity_mw_per_mm2 = 43.5
power.total_mw = 0.0259

[min_path]
min_path_cells = 5
hp-start = "allelm[5]"
holdPathEnd = "pheno[7]"
hold_path_class = "in2out"

[synthesis]
syn_area_um2 = 294
area_leaders = "buf_4 20%, nand4_1 15%, or4b_4 14%"
ys_chip_area_um2 = 294
synth-cells-yosys = 40
syn_inst = 40
ys_warn_count = 1
common_cells = "8 x buf_4, 7 x nand4_1, 3 x nand2_1, 3 x or4b_4"
top_area_share_pct = 20.4
yosys.area.top_type = "buf_4"
ys_types = 19
most_common_cell = "buf_4"
postSynthSeqShare_pct = 0
syn_avg_cell_area_um2 = 7.35

[floorplan]
io_pins = 32
die_area_mm2 = 0.00640
die_h_um = 80
rows = 21
fp.coreArea_mm2 = 0.00342
die-width_um = 80
fp_util_pct = 8.61

[route]
vias = 387
num_antenna_cells = 0
dr.pass1.iters = 2
wl_per_cell_um = 10.8
drtIter0Drc = 8
viasPerCell = 3.55
drcViolationCount = 0
wl_mm = 1.18
antenna_left = 0

[setup_path]
critPathMaxFanout = 6
slowest_stage = "or4b_4"
crit_path_max_incr_delay_ps = 590
crit_path_frequent_cell = "clkdlybuf4s50_1"
cp-end-kind = "output port"
worst-endpoint-arrival_ps = 2740
critPathKind = "in2out"
start_kind = "input pin"
cp_cell_sequence = "clkdlybuf4s50_1 -> or4b_4 -> nand3_2 -> nand3_1 -> clkdlybuf4s50_1"
required_ps = 3520

[global_route]
grt_pass1_vias = 350
grtUsageTotal_pct = 3.19
antenna_found_initial = 0
grt_max_degree = 7
grt_pass1_wl_mm = 1.75
grt_overflow = 0

[timing]
setup_viol = 0
tns_ps = 0
min_period_ps = 3620
finalHoldViolCount = 0
grt_setup_unrepaired = "false"
finalCritPeriodShare_pct = 82.2
setup_ws_ps = 784
slew_violations = 0
fmax_mhz = 277

[placement]
place_ws_ps = 783
dp.final_hpwl_mm = 1.08
place_congestion = 0.828
port-buffer-count = 30
dp.cells = 109

[clock_network]
postCtsSetupBuffers = 0
cts.hold.buffers_added = 0
cts_resized = 0

[status]
status = "complete, no violations"

[flow_run]
warning_count = 32
maxCapViolCount = 0
## layer usage
layer	part of all wire [%]	wire, µm	track usage, %
met5	0	0	0
met4	0	0	0
met3	23	270	1.82
met2	23	271	3.53
met1	54	638	5.14
## final cells by class
| class | count | area [µm²] |
|---|---|---|
| repair buffers | 30 | 300 |
| fillers | 403 | 2820 |
| multi-input cells | 33 | 238 |
| well taps | 46 | 57.6 |
## worst max path at each step
stage	end	slack, ps	depth (start not counted)	startpoint
final	pheno[4]	780	5	allelf[1]
after global routing	pheno[4]	690	5	allelm[1]
after CTS	pheno[4]	780	5	allelf[1]
## through the flow
stage          area (µm²)  hold slack, ps
6_report              596            2770
4_1_cts               596            2790
2_1_floorplan         298            1870
3_5_place_dp          596            2780
3_3_place_gp          596            2780
5_1_grt               596            2830
## kinds of logic after synthesis
family,count (synthesis),share of synthesized area [%]
AOI/OAI and AO/OA,4,7.23
buffers and inverters,8,20.4
other,1,1.28
and+or+nand+nor,27,71.1
## power by group through the flow
| stage | Sequential, mW | Combinational (mW) | Clock [mW] |
|---|---|---|---|
| after CTS | 0 | 0.0259 | 0 |
| after global routing | 0 | 0.0283 | 0 |
| final | 0 | 0.0259 | 0 |
## layout by cell type, fill, tap and decap left out
cell / instances
or4b_1: 1
clkdlybuf4s50_1: 30
nand4_1: 7
nor4b_1: 2
o21ai_1: 2
or2_1: 1
nand3_2: 2
or4b_4: 3
nor2_1: 1
and3_1: 1
or2_2: 1
conb_1: 2
a21oi_1: 1
nand2_1: 3
and2_1: 1
a31oi_1: 1
nand3_1: 1
nor4_1: 1
and4bb_1: 2
## worst max-delay path, delay by kind of cell
family,cells,cell delay [ps]
buf+inv,2,960
simple gates,3,890
Power is estimated from default activity; no workload was simulated.
